==> ./design.v <==
module sync_fifo #(parameter DEPTH=8, DWIDTH=16)
(
        input               	rstn,                
                            	clk,                 
                            	wr_en, 				 
                            	rd_en, 				 
        input      [DWIDTH-1:0] din, 				 
        output reg [DWIDTH-1:0] dout, 				 
        output              	empty, 				 
                            	full 				 
);
  reg [$clog2(DEPTH)-1:0]   wptr;
  reg [$clog2(DEPTH)-1:0]   rptr;
  reg [DWIDTH-1 : 0]    fifo[DEPTH];
  always @ (posedge clk) begin
    if (rstn) begin
      wptr <= 0;
    end else begin
      if (wr_en & !full) begin
        fifo[wptr] <= din;
        wptr <= wptr + 1;
      end
    end
  end
  initial begin
    $monitor("[%0t] [FIFO] wr_en=%0b din=0x%0h rd_en=%0b dout=0x%0h empty=%0b full=%0b",
             $time, wr_en, din, rd_en, dout, empty, full);
  end
  always @ (posedge clk) begin
    if (rstn) begin
      rptr <= 0;
    end else begin
      if (rd_en & !empty) begin
        dout <= fifo[rptr];
        rptr <= rptr + 1;
      end
    end
  end
  assign full  = (wptr + 1) == rptr;
  assign empty = wptr == rptr;
endmodule
==> ./run.sh <==
#!/bin/bash
# OpenROAD 26Q1-2900-gdf79404cd8, Yosys 0.63+post, stock flow scripts
make -C /OpenROAD-flow-scripts/flow DESIGN_CONFIG=/design/flow/config.mk WORK_HOME=/design/flow/orfs finish
==> ./config.mk <==
export PLATFORM = sky130hd
export DESIGN_NAME = sync_fifo
export DESIGN_NICKNAME = sync_fifo
export VERILOG_FILES = /design/flow/design.v
export SDC_FILE = /design/flow/constraint.sdc
export NUM_CORES = 4
export LEC_CHECK = 1
export CORE_UTILIZATION = 40
==> ./constraint.sdc <==
current_design sync_fifo

set clk_period 8.3
set clk_io_pct 0.2

create_clock -name clk0 -period $clk_period [get_ports {clk}]

set non_clock_inputs [all_inputs -no_clocks]
set_input_delay [expr $clk_period * $clk_io_pct] -clock clk0 $non_clock_inputs
set_output_delay [expr $clk_period * $clk_io_pct] -clock clk0 [all_outputs]
==> flow_metrics.env <==
# yosys + openroad results
export IMPL_status="completed"
export IMPL_ys_sh_xor=0.01189
export IMPL_cts_setup_buffers=0
export IMPL_drive_gt1_frac=0.3063
export IMPL_setup_ws_ns=4.274
export IMPL_ys_sh_aoi=0.01514
export IMPL_cts_htree_levels=4
export IMPL_core_um2=13990
export IMPL_vias_per_cell=5.318
export IMPL_crit_arrival_ns=2.37
export IMPL_clock_sinks=150
export IMPL_ant_nets=0
export IMPL_tns_ns=0
export IMPL_fin_crit_ns=4.026
export IMPL_min_to="wptr[1]$_SDFFE_PP0P_"
export IMPL_startpoint_type="flip-flop"
export IMPL_dr_total_vias=2728
export IMPL_maxSlewViolCount=0
export IMPL_utilization=0.5079
export IMPL_setup_viol=0
export IMPL_power_density_nw_per_um2=308.2
export IMPL_maxCapViolations=0
export IMPL_fin_crit_sh=0.4851
export IMPL_maxSlewHeadroom=0.5197
export IMPL_required_ns=6.64
export IMPL_drtIter0Drc=187
export IMPL_grt_pass1_wl_mm=16.67
export IMPL_ys_sh_adder=0.004324
export IMPL_cts_tree="yes"
export IMPL_topCombFamilyByArea="multiplexers"
export IMPL_power_switching_uw=503.8
export IMPL_p_clk_frac=0.388
export IMPL_hp_start="wptr[1]$_SDFFE_PP0P_"
export IMPL_swShare=0.2301
export IMPL_worstSetupPathType="reg2out"
export IMPL_hold_path_class="reg2reg"
export IMPL_num_rows=43
export IMPL_rsz0062_at_grt="false"
export IMPL_path_max_fanout=8
export IMPL_holdWs_ns=0.6187
export IMPL_hold_viol_final=0
export IMPL_synthArstFlopShare=0
export IMPL_area_delta_synth_final_pct=22.77
export IMPL_synthCells=264
export IMPL_die_height_um=122.3
export IMPL_cts_resized=0
export IMPL_port_buffer_count=37
export IMPL_fin_skew_ns=0.005875
export IMPL_cts_hold_buf=0
export IMPL_cts_made_buffers=17
export IMPL_cts_buffer_depth=2
export IMPL_gp_congestion=0.7412
export IMPL_endpoint_kind="output pin"
export IMPL_yosysSeqAreaShare=0.7680
export IMPL_num_antenna_cells=0
export IMPL_fp_dieW_um=122.3
export IMPL_drcViolationCount=0
export IMPL_leakage_nw=2.258
export IMPL_wire_per_inst_um=20.76
export IMPL_synth_seq_cells=150
export IMPL_rr_endpoint="fifo[5][14]$_DFFE_PP_"
export IMPL_dp_cells=481
export IMPL_ctsRootBufferMaster="clkbuf_16"
export IMPL_track_usage=0.1711
export IMPL_fin_cells=513
export IMPL_synth_cell_types=32
export IMPL_ir_drop_mv=0.1289
export IMPL_warnings=25
export IMPL_pwr_share_comb=0.188
export IMPL_yosys_area_share_simple=0.02486
export IMPL_intPower_mw=1.686
export IMPL_dp_hpwl_mm=5.765
export IMPL_synth_warnings=2
export IMPL_antenna_found_initial=0
export IMPL_io_pins=38
export IMPL_ys_cells=264
export IMPL_mux_area_frac=0.1617
export IMPL_reg2reg_from="wptr[1]$_SDFFE_PP0P_"
export IMPL_lay_top_count="edfxtp_1"
export IMPL_max_freq_ghz=0.2484
export IMPL_ys_area_um2=5787
export IMPL_drtPass1Iterations=4
export IMPL_synth_main_ff_cell="edfxtp_1"
export IMPL_synth_edff_count=144
export IMPL_r2r_cells=5
export IMPL_grt_overflow=0
export IMPL_routed_wl_mm=10.65
export IMPL_syn_area_um2=5787
export IMPL_die_area_um2=14950
export IMPL_final_cell_mix="144 x edfxtp_1, 37 x clkdlybuf4s50_1, 32 x mux4_2"
export IMPL_fp_util=0.4137
export IMPL_clkTransAtPathRegs_ns=0.06
export IMPL_worst_pin_slew_ns=0.7192
export IMPL_grt_pass1_vias=2960
export IMPL_avgSynthCellArea_um2=21.92
export IMPL_worstHoldPathCells=2
export IMPL_pwr_share_seq=0.424
export IMPL_post_place_ws_ns=4.311
export IMPL_ff2ff_setup_slack_ns=5.62
export IMPL_grt_max_degree=37
export IMPL_clock_latency_ns=0.41
export IMPL_fillers=1126
==> Yosys cell counts, drive strengths merged, types with 2 or more instances <==
cell type | n | area (µm²)
clkbuf | 6 | 22.52
a21oi | 2 | 10.01
ha | 2 | 25.02
nor3 | 5 | 25.02
buf | 6 | 51.30
dfxtp | 6 | 120.1
xor2 | 7 | 68.82
edfxtp | 144 | 4324
nand2 | 4 | 15.01
a211oi | 4 | 30.03
nor4 | 3 | 18.77
nor2 | 6 | 22.52
inv | 2 | 7.510
nor2b | 3 | 18.77
mux4 | 32 | 720.7
mux2 | 17 | 195.2
nand2b | 3 | 18.77
mux2i | 2 | 20.02
o21ai | 2 | 10.00
==> metal layers <==
metal | up-vias | track usage | part of all wire
met1 | 1378 | 0.2608 | 0.40
met3 | 14 | 0.09677 | 0.12
li1 | 1205 | - | -
met4 | 0 | 0.03049 | 0.014
met5 | - | 0 | 0
met2 | 131 | 0.2409 | 0.47
==> kinds of logic after synthesis <==
family                   count (synthesis)
flip-flops                             150
multiplexers                            51
buffers and inverters                   14
AND/OR/NAND/NOR                         28
adder cells (fa/ha/maj)                  2
AND-OR/OR-AND                           12
XOR/XNOR                                 7
==> how the worst max path moves through the flow <==
stage | from | to | slack, ns | depth (start not counted)
6_report | wptr[1]$_SDFFE_PP0P_ | full | 4.27 | 5
4_1_cts | wptr[1]$_SDFFE_PP0P_ | full | 4.26 | 5
5_1_grt | wptr[1]$_SDFFE_PP0P_ | full | 4.10 | 5
==> power by group through the flow <==
stage	Sequential (mW)	Combinational (mW)	Clock, mW
6_report	0.927	0.412	0.850
4_1_cts	0.928	0.423	0.862
5_1_grt	0.934	0.457	0.897
==> worst max-delay path, cell delays in order, from the launching register on <==
cell and delay [ns]:
dfxtp_1 0.53, ha_1 0.29, xor2_2 0.36, xor2_1 0.15, nor2_1 0.15, clkdlybuf4s50_1 0.46
==> per-stage QoR <==
step	area [µm²]	total power [mW]
3_5_place_dp	6445	1.362
3_3_place_gp	6445	1.358
5_1_grt	7104	2.288
4_1_cts	7104	2.214
2_1_floorplan	5787	1.228
6_report	7104	2.190
==> flip-flops by register name (all words and copies together) (netlist names) <==
signal,flops
rptr,3
fifo,128
dout,16
wptr,3
==> cell type report <==
class	count	area, µm²	share of cell area
clock buffers	19	432.9	0.06094
repair buffers	49	460.4	0.06481
flip-flops and latches	150	4446	0.6257
multi-input cells	100	1306	0.1839
inverters	2	7.507	0.001057
clock inverters	13	226.5	0.03188
well taps	180	225.2	0.03170
Power and IR drop assume default switching activity.
